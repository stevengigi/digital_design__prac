### /design/flow/design.v
`timescale 1ns / 1ps
module ALU(
input [1:0]S,  
input [2:0]A,
input [2:0]B,
output reg [4:0]ans
    );
always@(S or A or B)begin
	case(S)
	0: ans = A+B;
	1: ans = A-B;
	2: ans = A & B;
	3: ans = A | B;
	default : ans=5'd0;
	endcase
end
endmodule
### /design/flow/run.sh
#!/bin/bash
# OpenROAD 26Q1-2900-gdf79404cd8, Yosys 0.63+post, stock flow scripts
make -C /OpenROAD-flow-scripts/flow DESIGN_CONFIG=/design/flow/config.mk WORK_HOME=/design/flow/orfs finish
### /design/flow/config.mk
export PLATFORM = sky130hd
export DESIGN_NAME = ALU
export DESIGN_NICKNAME = ALU
export VERILOG_FILES = /design/flow/design.v
export SDC_FILE = /design/flow/constraint.sdc
export NUM_CORES = 4
export LEC_CHECK = 1
export CORE_AREA = 10 10 70 70
export DIE_AREA = 0 0 80 80
### /design/flow/constraint.sdc
current_design ALU

set clk_period 2.9
set clk_io_pct 0.2

create_clock -name clk0 -period $clk_period

set non_clock_inputs [all_inputs -no_clocks]
set_input_delay [expr $clk_period * $clk_io_pct] -clock clk0 $non_clock_inputs
set_output_delay [expr $clk_period * $clk_io_pct] -clock clk0 [all_outputs]
==> qor.csv <==
stage,metric,value,unit
outcome,status,completed,
worst_setup_path,worstPathRequired,2.32,ns
grt,antenna_found_initial,0,
grt,grt-ovfl-total,0,
timing,fin_setup_tns,0,ns
final_layout,lay_top_cells,"ha_1, nor2_1, buf_4",
timing,finalHoldViolations,0,
synthesis,ys_cells,44,
timing,finalSetupViolCount,0,
final_layout,nFillCells,390,
drt,drt_iter0_markers,8,
floorplan,rows,21,
worst_setup_path,cp_max_fo,2,
drt,drc,0,
final_layout,seqCellArea,0,sq um
synthesis,synth_cell_types,19,
timing,hold_slack,1.796,ns
drt,detail-route-antenna-nets,0,
timing,period_used_share,97.24,%
worst_setup_path,crit_start,A[0],
placement,placed_area,555.5,sq um
synthesis,ys_warn_count,1,
drt,avgRoutedWirePerCell,8.523,um
final_layout,fin_area,591.8,sq um
drt,drt_wl_total,912,um
drt,vias,339,
grt,grt_pass1_wl,1.614,mm
power_and_ir_drop,powerDensity,133.1,nW/um^2
floorplan,coreArea,3416,sq um
power_and_ir_drop,ir_worst_vdd,0.00005964,V
placement,dp_hpwl,768.6,um
floorplan,die_area,6400,sq um
worst_setup_path,crit_path_end_kind,output port,
final_layout,drive_above_1_share,29.51,%
drt,dr.pass1.iters,2,
placement,portBuffers,13,
grt,grtUsageTotal,2.965,%
floorplan,design.portCount,13,
worst_setup_path,arrival,2.24,ns
final_layout,syn_to_final_growth,77.82,%
worst_setup_path,worstSetupStartpointType,input pin,
synthesis,ys_area,332.8,sq um
timing,max_freq,354.6,MHz
floorplan,fp-utilization,9.744,%
clocking,cts.hold.buffers_added,0,
timing,min_period,2.820,ns
floorplan,die_x,80,um
worst_hold_path,min_path_cells,3,
drt,num_antenna_cells,0,
synthesis,postSynthSeqShare,0,%
final_layout,flop-count,0,
final_layout,final_common_cell,ha_1,
power_and_ir_drop,p_leak,0.2794,nW
timing,worst_pin_slew,0.3975,ns
grt,grt_start_max_net_pins,12,
synthesis,synth_area,332.8,sq um
flow_run,drv_cap,0,
synthesis,synthCells,44,
timing,slew_violations,0,
final_layout,clkbuf_count,0,
synthesis,syn_area_per_cell,7.564,sq um
timing,slew_headroom,73.45,%
worst_setup_path,path_class,input pin to output port,
placement,place_congestion,0.7719,
timing,rsz0062_at_grt,no,
worst_hold_path,min-delay-start,S[0],
floorplan,die_y,80,um
flow_run,warning_count,38,
drt,vias_per_cell,3.168,
grt,grt_pass1_vias,369,
worst_hold_path,hold_class,input pin to output port,
## worst max-delay path, cell delays in order
cell	delay, ns
clkdlybuf4s15_1	0.20
ha_2	0.18
inv_1	0.05
fa_1	0.37
xnor2_1	0.14
o32a_1	0.30
clkdlybuf4s50_1	0.42
## cell families (layout without fill, tap and decap cells)
kind of cell | Yosys count | count (layout) | share of synthesized area [%]
adders and majority gates | 11 | 11 | 45.87
xor gates and xnor gates | 2 | 2 | 5.264
and+or+nand+nor | 10 | 10 | 13.16
buffers and inverters | 10 | 27 | 12.03
muxes | 1 | 1 | 3.383
AOI/OAI and AO/OA | 10 | 10 | 20.30
## cell usage after synthesis
cell type,n,area (sq um)
o21ai_0,1,5.000
nor2b_1,1,6.260
xor2_1,1,8.760
fa_1,2,40.04
inv_1,8,30.03
o32a_1,1,10.01
a21oi_1,3,15.01
nor2_1,5,18.77
a31o_2,1,8.760
o21bai_1,1,7.510
o22ai_1,1,6.260
nand3_1,1,5.000
nand2_1,2,7.510
ha_1,9,112.6
xnor2_1,1,8.760
and3_1,1,6.260
buf_2,2,10.01
a211oi_1,2,15.01
mux2_2,1,11.26
## layout make-up
type,count,area (sq um),area share [%]
repair buffers,19,176.4,29.81
multi-input cells,34,327.8,55.39
well taps,46,57.56,9.725
inverters,8,30.03,5.074
## path summary, 6_finish.rpt
path	to	slack, ns
worst min-delay path	ans[1]	1.80
worst max-delay path	ans[2]	0.08
## routing by layer
layer	track usage [%]	share of wire, %	vias up	wire [um]
met5	0	0	-	0
met4	0	0	0	0
met3	1.023	8.1	0	74
met2	4.254	37	9	339
met1	4.391	55	151	498
li1	-	-	179	-
## repair_timing
item | 4_1_cts | 5_1_grt
endpoints found under the hold margin | 0 | 0
resized | 14 | 9
setup buffers | 0 | 0
pin swaps | 1 | 2
endpoints found under the setup margin | 4 | 2
## metrics by stage
step	utilization (%)	total power, mW	cells	setup slack [ns]
2_1_floorplan	-	0.03605	44	0.7903
3_3_place_gp	16.26	0.07648	107	-0.2463
3_5_place_dp	16.26	0.07669	107	-0.2519
4_1_cts	16.67	0.07795	107	0.002504
5_1_grt	17.33	0.08946	107	0.01242
6_report	17.33	0.07879	107	0.08012
## power by group
part           switching, mW  internal (mW)  leakage [nW]
Combinational         0.0332         0.0456         0.279
Clock                      0              0             0
Sequential                 0              0             0
Total                 0.0332         0.0456         0.279
Power figures rest on the tool's default switching activity, not on a simulated workload.
