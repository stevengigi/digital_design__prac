===== flow/config.mk =====
export PLATFORM = sky130hd
export DESIGN_NAME = two_bits_multiplier
export DESIGN_NICKNAME = two_bits_multiplier
export VERILOG_FILES = /design/flow/design.v
export SDC_FILE = /design/flow/constraint.sdc
export NUM_CORES = 4
export LEC_CHECK = 1
export CORE_AREA = 10 10 73 73
export DIE_AREA = 0 0 83 83

===== flow/constraint.sdc =====
current_design two_bits_multiplier

set clk_period 4.7
set clk_io_pct 0.2

create_clock -name clk0 -period $clk_period [get_ports {clk}]

set non_clock_inputs [all_inputs -no_clocks]
set_input_delay [expr $clk_period * $clk_io_pct] -clock clk0 $non_clock_inputs
set_output_delay [expr $clk_period * $clk_io_pct] -clock clk0 [all_outputs]

===== flow/design.v =====
`timescale 1ns / 1ps
module two_bits_multiplier(
input clk,
input [1:0]A,
input [1:0]B,
input [3:0]testA,
input [3:0]testB,
output reg [3:0]S,
output reg [7:0]S1
    );
always@(posedge clk)begin 
	S[3]=A[1] & A[0] & B[1] & B[0];
	S[2]=(A[1] & ~A[0] & B[1]) | (A[1] & A[0] & B[1] & ~B[0]);
	S[1]=(~A[1] & A[0] & B[1]) | (A[1] & ~A[0] & B[0]) |(A[1] & A[0] & B[1] & ~B[0]) |(A[1] & A[0] & ~B[1] & B[0]);
	S[0]=(~A[1] & A[0] & B[0]) | (A[1] & A[0] & B[0]);
	S1=testA *testB;
end
endmodule

===== flow/run.sh =====
#!/bin/bash
# OpenROAD 26Q1-2900-gdf79404cd8, Yosys 0.63+post, stock flow scripts
make -C /OpenROAD-flow-scripts/flow DESIGN_CONFIG=/design/flow/config.mk WORK_HOME=/design/flow/orfs finish

==> impl_metrics.ini <==
; yosys + openroad results
[cells_and_area]
area_growth_syn_to_layout_pct = 49.1
drive_gt1_frac = 0.0510
fill_cells = 400
stdcell_area_um2 = 1080

[pwr]
p_int_uw = 249
irDropWorstVdd_uv = 74.6
power_density_nw_per_um2 = 296
cellLeakagePower_nw = 0.491
clockPowerShare = 0.342
p_sw_uw = 70.3
p_seq_frac = 0.381
total_power_uw = 319
pwr-share-comb = 0.277
p_sw_frac = 0.220

[routing]
wl_met3_um = 115
wl_per_cell_um = 10.2
insertedDiodeCount = 0
ant_nets = 0
drc_errors = 0
wl_um = 1490
dr_total_vias = 567
wl_met1_um = 725
via_per_inst = 3.88
dr.pass1.iters = 3
wl_met2_um = 635
routed.top_layer = met4
drt_iter0_drc = 11

[final_timing]
maxClockFrequency_mhz = 285
finalSetupTns_ns = 0
worst_pin_slew_ns = 0.276
slew_violations = 0
max-slew-margin-rel = 0.815
finalCritPeriodShare = 0.746
hold_viol = 0
min_period_ns = 3.50
setup_viol = 0
rsz0062_at_grt = no

[synthesis]
area_leaders = dfxtp_1 (33%), ha_1 (21%), and2_1 (12%)
edf_count = 0
synth_top_cell_by_count = and2_1
synth_cell_types = 19
synth_top_flop_cell = dfxtp_1
postSynthSeqShare = 0.332
yosys_cells = 70
syn_avg_cell_area_um2 = 10.3
yosysWarningCount = 1
top_cell_area_share = 0.332
yosys_area_um2 = 723
synth_cells = 70
syn_area_um2 = 723
synthTopCellsByCount = and2_1 (14), dfxtp_1 (12), ha_1 (12), nand2_1 (6), fa_1 (4)
numSynthFlops = 12
top_area_cell = dfxtp_1
synthArstFlopShare = 0

[die]
fp.dieH_um = 83
initCoreUtil = 0.193
num_io_pins = 25
die_x_um = 83
core_area_um2 = 3740
rows = 22
chipArea_um2 = 6890

[run]
drv_cap = 0
tool_warnings = 25

[clock_tree]
cts_tree = done
cts_buffers = 3
cts_buffer_depth = 2
post-cts-setup-buffers = 0
clk_pin_slew_worst_paths_ns = 0.05
htreeDepth = 1
ctsResizeCount = 0
cts_hold_buf = 0
cts.sinks = 12
root_buffer = clkbuf_8

[worst_hold_path]
hold_start = A[0]
hold_end = S[1]
hold_path.class = input port to register
min_path_cells = 3

[critical_path]
cp_slowest_cell = fa_1
crit_required_ns = 4.85
crit_chain = clkdlybuf4s50_1, nand2_1, fa_1, inv_1, fa_1, ha_1, a211oi_1, or4b_1, o2111ai_1
start_kind = input port
worstPathArrival_ns = 3.66
cp_max_fo = 4
end_kind = register
cp_common_cell = fa_1
slowest_delay_ns = 0.53
path_class = input port to register

[placed_design]
placed_cell_area_um2 = 1020
io_buffer_count = 24
place_hpwl_um = 1300
gp_congestion = 0.779

[global_routing]
grt_usage = 0.0428
grt_pass1_vias = 570
grt_max_degree = 8
antenna_found_initial = 0
grt_pass1_wl_um = 2590
grt-ovfl-total = 0

[run_status]
outcome = completed
[cell families after synthesis]
logic type      Yosys count  share of synthesized area
compound gates            9                     0.0830
xor+xnor                  4                     0.0485
fa+ha+maj                16                      0.318
buf+inv                   3                     0.0156
flops                    12                      0.332
simple gates             26                      0.202
[critical path: cells and delay by family]
kind	cells	cell delay (ns)
simple gates	2	0.59
fa+ha+maj	3	1.37
buf+inv	2	0.56
compound gates	2	0.18
[placed cells by master (no fill, tap or decap), types with 2 or more instances in the layout]
| cell | n |
|---|---|
| a21oi_1 | 3 |
| and2_1 | 14 |
| clkbuf_8 | 4 |
| clkdlybuf4s50_1 | 24 |
| dfxtp_1 | 12 |
| fa_1 | 4 |
| ha_1 | 12 |
| inv_1 | 3 |
| nand2_1 | 6 |
| nor2_1 | 3 |
| xnor2_1 | 2 |
| xor2_1 | 2 |
[flip-flops by register name, summed over array words and instances (netlist names)]
signal  count
S1          8
S           4
[area by class of cell]
cell class / count / area (um^2) / share of cell area
clock buffers: 4 / 55.1 / 0.0510
inverters: 3 / 11.3 / 0.0104
multi-input cells: 55 / 472 / 0.437
flip-flops and latches: 12 / 240 / 0.223
well taps: 48 / 60.1 / 0.0557
repair buffers: 24 / 240 / 0.223
[power by group through the flow]
stage | Combinational (mW) | Clock [mW] | Sequential (mW)
CTS | 0.0907 | 0.113 | 0.122
global route | 0.101 | 0.120 | 0.123
finish | 0.0883 | 0.109 | 0.122
[how the worst max path moves through the flow]
stage        to  startpoint  cells after the start
5_1_grt   S1[7]    testB[3]                      9
6_report  S1[7]    testB[3]                      9
4_1_cts   S1[7]    testB[3]                      9
[per-stage QoR]
stage / utilization / std cells / setup slack [ns] / hold WS [ns]
floorplan: - / 70 / 1.57 / 1.05
global placement: 0.273 / 142 / 0.927 / 1.53
detailed placement: 0.273 / 142 / 0.930 / 1.54
CTS: 0.288 / 146 / 1.18 / 1.30
global route: 0.288 / 146 / 1.04 / 1.33
finish: 0.288 / 146 / 1.20 / 1.31
[metal layers]
layer	track usage	up-vias
met4	0.00769	0
met5	0	-
met3	0.0167	2
met2	0.0642	16
li1	-	292
met1	0.0571	257
Power and IR drop assume default switching activity.
